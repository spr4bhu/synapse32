==> ./design.v <==
`default_nettype none
localparam [5:0] INSTR_ADD   = 6'h01;
localparam [5:0] INSTR_SUB   = 6'h02;
localparam [5:0] INSTR_XOR   = 6'h03;
localparam [5:0] INSTR_OR    = 6'h04;
localparam [5:0] INSTR_AND   = 6'h05;
localparam [5:0] INSTR_SLL   = 6'h06;
localparam [5:0] INSTR_SRL   = 6'h07;
localparam [5:0] INSTR_SRA   = 6'h08;
localparam [5:0] INSTR_SLT   = 6'h09;
localparam [5:0] INSTR_SLTU  = 6'h0A;
localparam [5:0] INSTR_ADDI  = 6'h0B;
localparam [5:0] INSTR_XORI  = 6'h0C;
localparam [5:0] INSTR_ORI   = 6'h0D;
localparam [5:0] INSTR_ANDI  = 6'h0E;
localparam [5:0] INSTR_SLLI  = 6'h0F;
localparam [5:0] INSTR_SRLI  = 6'h10;
localparam [5:0] INSTR_SRAI  = 6'h11;
localparam [5:0] INSTR_SLTI  = 6'h12;
localparam [5:0] INSTR_SLTIU = 6'h13;
localparam [5:0] INSTR_LB    = 6'h14;
localparam [5:0] INSTR_LH    = 6'h15;
localparam [5:0] INSTR_LW    = 6'h16;
localparam [5:0] INSTR_LBU   = 6'h17;
localparam [5:0] INSTR_LHU   = 6'h18;
localparam [5:0] INSTR_SB    = 6'h19;
localparam [5:0] INSTR_SH    = 6'h1A;
localparam [5:0] INSTR_SW    = 6'h1B;
localparam [5:0] INSTR_BEQ   = 6'h1C;
localparam [5:0] INSTR_BNE   = 6'h1D;
localparam [5:0] INSTR_BLT   = 6'h1E;
localparam [5:0] INSTR_BGE   = 6'h1F;
localparam [5:0] INSTR_BLTU  = 6'h20;
localparam [5:0] INSTR_BGEU  = 6'h21;
localparam [5:0] INSTR_JAL   = 6'h22;
localparam [5:0] INSTR_JALR  = 6'h23;
localparam [5:0] INSTR_LUI   = 6'h24;
localparam [5:0] INSTR_AUIPC = 6'h25;
localparam [5:0] INSTR_FENCE_I = 6'h26;
localparam [5:0] INSTR_CSRRW  = 6'h27;
localparam [5:0] INSTR_CSRRS  = 6'h28;
localparam [5:0] INSTR_CSRRC  = 6'h29;
localparam [5:0] INSTR_CSRRWI = 6'h2A;
localparam [5:0] INSTR_CSRRSI = 6'h2B;
localparam [5:0] INSTR_CSRRCI = 6'h2C;
localparam [5:0] INSTR_MRET    = 6'h2D;
localparam [5:0] INSTR_ECALL   = 6'h2E;
localparam [5:0] INSTR_EBREAK  = 6'h2F;
localparam [5:0] INSTR_INVALID = 6'h00;
module alu (
    input wire [31:0] rs1,
    input wire [31:0] rs2,
    input wire [31:0] imm,
    input wire [ 5:0] instr_id,
    input wire [31:0] pc_input,
    output reg [31:0] ALUoutput
);
    always @(*) begin
        case (instr_id)
            INSTR_ADD:   ALUoutput = $signed(rs1) + $signed(rs2);    
            INSTR_SUB:   ALUoutput = $signed(rs1) - $signed(rs2);    
            INSTR_XOR:   ALUoutput = rs1 ^ rs2;    
            INSTR_OR:    ALUoutput = rs1 | rs2;    
            INSTR_AND:   ALUoutput = rs1 & rs2;    
            INSTR_SLL:   ALUoutput = rs1 << rs2[4:0];   
            INSTR_SRL:   ALUoutput = rs1 >> rs2[4:0];   
            INSTR_SRA:   ALUoutput = $signed(rs1) >>> rs2[4:0];   
            INSTR_SLT:   ALUoutput = {32{$signed(rs1) < $signed(rs2)}};   
            INSTR_SLTU:  ALUoutput = {32{rs1 < rs2}};   
            INSTR_ADDI:  ALUoutput = $signed(rs1) + $signed(imm);   
            INSTR_XORI:  ALUoutput = rs1 ^ imm;   
            INSTR_ORI:   ALUoutput = rs1 | imm;   
            INSTR_ANDI:  ALUoutput = rs1 & imm;   
            INSTR_SLLI:  ALUoutput = rs1 << imm[4:0];   
            INSTR_SRLI:  ALUoutput = rs1 >> imm[4:0];   
            INSTR_SRAI:  ALUoutput = $signed(rs1) >>> imm[4:0];   
            INSTR_SLTI:  ALUoutput = {32{$signed(rs1) < $signed(imm)}};   
            INSTR_SLTIU: ALUoutput = {32{rs1 < imm}};   
            default:     ALUoutput = 0;   
        endcase
    end
endmodule
==> ./run.sh <==
#!/bin/bash
# OpenROAD 26Q1-2900-gdf79404cd8, Yosys 0.63+post, stock flow scripts
make -C /OpenROAD-flow-scripts/flow DESIGN_CONFIG=/design/flow/config.mk WORK_HOME=/design/flow/orfs finish
==> ./config.mk <==
export PLATFORM = sky130hd
export DESIGN_NAME = alu
export DESIGN_NICKNAME = alu
export VERILOG_FILES = /design/flow/design.v
export SDC_FILE = /design/flow/constraint.sdc
export NUM_CORES = 4
export LEC_CHECK = 1
export CORE_UTILIZATION = 40
==> ./constraint.sdc <==
current_design alu

set clk_period 16.0
set clk_io_pct 0.2

create_clock -name clk0 -period $clk_period

set non_clock_inputs [all_inputs -no_clocks]
set_input_delay [expr $clk_period * $clk_io_pct] -clock clk0 $non_clock_inputs
set_output_delay [expr $clk_period * $clk_io_pct] -clock clk0 [all_outputs]
==> flow_summary.ini <==
; implementation run metrics
[outcome]
status = completed

[synth]
top_area_share_pct = 9.93
top_cell = nand2_1
mux_share_pct = 12.7
xor_share_pct = 4.62
synthesis.area_mm2 = 0.0142
postSynthCellCount = 2214
synth_area_per_cell_um2 = 6.42
yosys_warnings = 1
ys_top_cells_by_count = nand2_1, a21oi_1, clkbuf_1, o21ai_0, nor2_1
ys_sh_adder_pct = 8.91
synth.distinct_cells = 93
ys_cells = 2214
yosysChipArea_mm2 = 0.0142
aoi_share_pct = 38.6
synth.area.top_cells = mux2i_1, ha_1, nand2_1
yosysSeqAreaShare_pct = 0
simple_gate_share_pct = 26.8
top_logic_kind = AND-OR/OR-AND gates
synth_area_leader_cell = mux2i_1

[final_timing]
relSlewSlack_pct = 32.8
rsz0062_at_grt = no
fmax_ghz = 0.0786
setup_viol = 0
report.final.hold_viol_count = 0
drv_slew = 0
fin_crit_sh_pct = 79.5
min_period_ps = 12720
tightest_slew_ps = 999
setup_tns_ps = 0

[hold_path]
min_to = ALUoutput[8]
hold_class = input port to output port
hold_depth = 6
min_from = rs2[8]

[clock_network]
cts-resized-gates = 0
cts_setup_buffers = 0
postCtsHoldBufs = 0

[power_and_ir_drop]
vdd_drop_max_mv = 0.0271
p_int_mw = 0.205
p_leak_nw = 6.53
p_per_area_mw_per_mm2 = 35.8
p_sw_share_pct = 64.2
p_sw_mw = 0.367

[final_layout]
clkbuf_count = 0
area_growth_pct = 12.7
drive_above_1_share_pct = 7.76
seqCellArea_um2 = 0
nFlopsAndLatches = 0
final_cells = 2698

[setup_path]
cp_common_cell = buf_4
arrival_ps = 9520
crit_chain = clkdlybuf4s50_1 -> nor4b_4 -> buf_4 -> and3_2 -> buf_4 -> mux2_2 -> ha_1 -> fa_1 -> nand3_1 -> a2111oi_0 -> nor2_1 -> a221oi_1 -> buf_4 -> a311oi_1 -> buf_4 -> xor2_1 -> nor2_1 -> a2111oi_0 -> o211ai_1 -> clkdlybuf4s50_1
crit_path_end_kind = output port
crit_buf_inv = 6
critPathSlowestCell = a2111oi_0
critPathMaxStageDelay_ps = 860
path_max_fanout = 62
worst-path-stages = 20
crit_path_start_kind = input port
path_class = input port to output port
cp.required_ps = 12800
crit_family = buffers and inverters

[routing]
drt-total-wl_um = 88200
drc_errors = 0
dr.first_iter.drc_count = 2880
first_pass_iters = 8
final_antenna_net_count = 0
post_drt_wl_per_cell_um = 32.7
vias_per_cell = 7.20
route.vias.total = 19426
wl_met1_um = 34000
top_layer_used = met5
wl_met3_um = 12600
wl_met2_um = 35100

[die]
io_pins = 166
chipArea_mm2 = 0.0363
chipHeight_um = 190
core_area_mm2 = 0.0347
initCoreUtil_pct = 40.9
die-width_um = 190
fp-row-count = 68

[global_route]
grt-ovfl-total = 0
track_usage_pct = 48.6
grt_max_degree = 63
grt_pass1_wl_um = 124000
grt_pass1_vias = 17326
antenna_found_initial = 7

[flow_run]
tool_warnings = 68
drv_cap = 0

[placement]
gp_congestion = 1.14
dp.cells = 2696
io_buffers = 134
dp_hpwl_um = 66300
[logic make-up (layout without fill, tap and decap cells)]
| group | after synthesis | count (layout) |
|---|---|---|
| AND-OR/OR-AND | 806 | 806 |
| XOR/XNOR | 75 | 75 |
| buffers and inverters | 287 | 314 |
| other | 0 | 2 |
| AND/OR/NAND/NOR | 777 | 777 |
| adder cells (fa/ha/maj) | 100 | 100 |
| multiplexers | 169 | 169 |
[layer usage]
metal	track usage, %	up-vias
met2	67.9	1539
met4	28.1	6
met3	17.6	338
met5	0	-
met1	63.8	9043
li1	-	8500
[power groups by stage]
stage / clock network [mW] / registers (mW) / logic [mW]
5_1_grt: 0 / 0 / 0.600
4_1_cts: 0 / 0 / 0.547
[cell type report]
cell class	count	area, um2
fill	3593	18700
multi-input combinational	1927	13100
inverter	85	319
timing repair buffer	229	2040
antenna	2	5.00
tap	455	569
[metrics by stage]
stage	instance area, um2	power, mW	hold slack [ps]	util [%]	worst slack, ps
global placement	16000	0.542	7880	46.1	3530
CTS	16000	0.547	7880	46.1	3350
detailed placement	16000	0.545	7880	46.1	3370
floorplan	14200	0.327	6610	-	5790
global route	16000	0.600	7930	46.1	2890
finish	16000	0.572	7910	46.1	3280
[cells in the final DEF, fill, tap and decap left out, types with 17 or more instances in the layout]
cell type / n
o221ai_1: 17
and3_1: 34
a31oi_1: 25
nor3_1: 45
a21oi_1: 188
clkdlybuf4s50_1: 132
a21o_1: 42
xor2_1: 25
nor4_1: 18
nand2_1: 271
o21ai_0: 149
o2111ai_1: 17
xnor2_1: 50
nor2_1: 138
o211ai_1: 32
a211oi_1: 73
a311oi_1: 33
nand2b_1: 65
a221oi_1: 39
o22ai_1: 24
nand4_1: 32
inv_1: 83
nand3_1: 88
mux2_2: 19
mux2i_1: 141
buf_4: 95
ha_1: 98
[worst max path at each step]
stage      startpoint             to
4_1_cts   instr_id[5]  ALUoutput[22]
6_report  instr_id[5]  ALUoutput[22]
5_1_grt   instr_id[5]  ALUoutput[22]
Power figures rest on the tool's default switching activity, not on a simulated workload.
