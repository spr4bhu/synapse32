--- flow/design.v ---
`default_nettype none
module csr_file (
    input wire clk,
    input wire rst,
    input wire [11:0] csr_addr,
    input wire [31:0] write_data,
    input wire write_enable,
    input wire read_enable,
    output reg [31:0] read_data,
    output wire csr_valid,
    input wire interrupt_pending,
    input wire [31:0] interrupt_cause_in,
    input wire [31:0] interrupt_pc_in,
    input wire interrupt_taken,
    input wire mret_instruction,
    input wire ecall_exception,
    input wire ebreak_exception,
    input wire timer_interrupt,
    input wire software_interrupt,
    input wire external_interrupt
);
    localparam CSR_MSTATUS   = 12'h300;
    localparam CSR_MISA      = 12'h301;
    localparam CSR_MIE       = 12'h304;
    localparam CSR_MTVEC     = 12'h305;
    localparam CSR_MSCRATCH  = 12'h340;
    localparam CSR_MEPC      = 12'h341;
    localparam CSR_MCAUSE    = 12'h342;
    localparam CSR_MTVAL     = 12'h343;
    localparam CSR_MIP       = 12'h344;
    localparam CSR_CYCLE     = 12'hC00;
    localparam CSR_CYCLEH    = 12'hC80;
    reg [31:0] mstatus;
    reg [31:0] misa;
    reg [31:0] mie;
    reg [31:0] mtvec;
    reg [31:0] mscratch;
    reg [31:0] mepc;
    reg [31:0] mcause;
    reg [31:0] mtval;
    reg [31:0] mip;
    reg [63:0] cycle_counter;
    assign csr_valid = (csr_addr == CSR_MSTATUS) || (csr_addr == CSR_MISA) ||
                       (csr_addr == CSR_MIE) || (csr_addr == CSR_MTVEC) ||
                       (csr_addr == CSR_MSCRATCH) || (csr_addr == CSR_MEPC) ||
                       (csr_addr == CSR_MCAUSE) || (csr_addr == CSR_MTVAL) ||
                       (csr_addr == CSR_MIP) || (csr_addr == CSR_CYCLE) ||
                       (csr_addr == CSR_CYCLEH);
    always @(posedge clk or posedge rst) begin
        if (rst) begin
            mstatus <= 32'h00001800;   
            misa <= 32'h40000100;      
            mie <= 32'h0;
            mtvec <= 32'h0;
            mscratch <= 32'h0;
            mepc <= 32'h0;
            mcause <= 32'h0;
            mtval <= 32'h0;
            mip <= 32'h0;
            cycle_counter <= 64'h0;
        end else begin
            cycle_counter <= cycle_counter + 1;
            mip[3] <= software_interrupt;   
            mip[7] <= timer_interrupt;      
            mip[11] <= external_interrupt;  
            if (interrupt_taken) begin
                mepc <= interrupt_pc_in;         
                mcause <= interrupt_cause_in;    
                mstatus[7] <= mstatus[3];         
                mstatus[3] <= 1'b0;               
            end
            else if (mret_instruction) begin
                mstatus[3] <= mstatus[7];         
                mstatus[7] <= 1'b1;               
            end
            else if (ecall_exception) begin
                mepc <= interrupt_pc_in;          
                mcause <= 32'h0000000B;           
                mstatus[7] <= mstatus[3];         
                mstatus[3] <= 1'b0;               
            end
            else if (ebreak_exception) begin
                mepc <= interrupt_pc_in;          
                mcause <= 32'h00000003;           
                mstatus[7] <= mstatus[3];         
                mstatus[3] <= 1'b0;               
            end
            else if (write_enable && csr_valid) begin
                case (csr_addr)
                    CSR_MSTATUS:  mstatus <= write_data;
                    CSR_MIE:      mie <= write_data;
                    CSR_MTVEC:    mtvec <= write_data;
                    CSR_MSCRATCH: mscratch <= write_data;
                    CSR_MEPC:     mepc <= write_data;
                    CSR_MCAUSE:   mcause <= write_data;
                    CSR_MTVAL:    mtval <= write_data;
                    CSR_MIP:      mip <= (mip & 32'h888) | (write_data & 32'h777);
                    default: ;
                endcase
            end
        end
    end
    always @(*) begin
        if (read_enable && csr_valid) begin
            case (csr_addr)
                CSR_MSTATUS:  read_data = mstatus;
                CSR_MISA:     read_data = misa;
                CSR_MIE:      read_data = mie;
                CSR_MTVEC:    read_data = mtvec;
                CSR_MSCRATCH: read_data = mscratch;
                CSR_MEPC:     read_data = mepc;
                CSR_MCAUSE:   read_data = mcause;
                CSR_MTVAL:    read_data = mtval;
                CSR_MIP:      read_data = mip;
                CSR_CYCLE:    read_data = cycle_counter[31:0];
                CSR_CYCLEH:   read_data = cycle_counter[63:32];
                default:      read_data = 32'h0;
            endcase
        end else begin
            read_data = 32'h0;
        end
    end
endmodule
--- flow/run.sh ---
#!/bin/bash
# OpenROAD 26Q1-2900-gdf79404cd8, Yosys 0.63+post, stock flow scripts
make -C /OpenROAD-flow-scripts/flow DESIGN_CONFIG=/design/flow/config.mk WORK_HOME=/design/flow/orfs finish
--- flow/config.mk ---
export PLATFORM = sky130hd
export DESIGN_NAME = csr_file
export DESIGN_NICKNAME = csr_file
export VERILOG_FILES = /design/flow/design.v
export SDC_FILE = /design/flow/constraint.sdc
export NUM_CORES = 4
export LEC_CHECK = 1
export CORE_UTILIZATION = 40
--- flow/constraint.sdc ---
current_design csr_file

set clk_period 10.2
set clk_io_pct 0.2

create_clock -name clk0 -period $clk_period [get_ports {clk}]

set non_clock_inputs [all_inputs -no_clocks]
set_input_delay [expr $clk_period * $clk_io_pct] -clock clk0 $non_clock_inputs
set_output_delay [expr $clk_period * $clk_io_pct] -clock clk0 [all_outputs]
==> Changelog: implementation <==
## Implementation

- Setup repair after global routing missed its margin: false
- Post-route DRC violation count: 0
- Proportion of synthesized chip area in sequential cells: 50.5%
- Number of sinks driven by the clock tree: 300
- Pwr per Cell Area: 151 nW/um^2
- Count of flip-flops with a built-in enable after synthesis: 0
- Utilization after layout: 49.5%
- Net switching fraction of the power: 23.1%
- Endpoints failing setup: 0
- Post-route standard cell area excluding fillers: 18100 sq um
- Top_reg_cell synth: dfrtp_1
- Vias after detailed routing: 11500
- Commonest Layout Cell: dfrtp_1
- Die Size: 38000 sq um
- Clock share of power: 47.0%
- Cell variety after synth: 62
- Number of max-slew violations in the final report: 0
- Cell with the most instances on the worst path: clkdlybuf4s50_1
- Family with the most delay on the worst path: buffers and inverters
- Upper clock frequency limit: 0.130 GHz
- Remaining Overflow, GRT: 0
- Count of warning messages emitted by the tools: 28
- Worst clock skew on the final layout: 0.0119 ns
- Yosys chip area: 14900 sq um
- All-layer global routing usage: 25.9%
- Count of port buffers added during placement: 151
- CP max-delay cell: clkdlybuf4s50_1
- Cell Rows: 70
- Post-CTS repair timing setup buffer count: 0
- Routability cong.: 0.902
- Largest net degree at the start of global routing: 107
- Cell count listed in synth_stat.txt: 1330
- Number of global-route vias before repair: 11600
- Area delta synth->final: 21.9%
- Buffer and inverter count on the worst path: 3
- Internal Pwr Total: 2.11 mW
- Clock-pin slew on the worst setup and hold paths: 0.06 ns
- Async set or reset register ratio after synthesis: 100%
- Hold violation count in the final report: 0
- Cell chain of the critical path: clkdlybuf4s50_1 -> nor4_2 -> buf_4 -> nand2_1 -> nor2_2 -> a22oi_1 -> a31oi_1 -> clkdlybuf4s50_1
- Max-slew headroom: 36.6%
- Switching component of the power: 634 uW
- TritonCTS clock tree: done
- Minimum clock period: 7.70 ns
- Static Leak: 7.99 nW
- Outcome: finished, final reports clean
- Logic pwr share: 7.7%
- Overall power: 2.75 mW
- Kind of start point of the critical path: input pin
- Worst Hold Class: register to register
- Die y size: 195 um
- Number of register bits inferred by synthesis: 300
- Clk root buf: clkbuf_16
- Via density per instance: 5.87
- Final-layout setup total negative slack: 0 ns
- Number of detailed-route iterations in the first pass: 5
- Crit path largest cell delay: 0.84 ns
- Clock latency at the later pin of the worst-skew pair: 0.51 ns
- Placed wire-length estimate: 31.5 mm
- Number of max-capacitance violations reported: 0
- Post-Synthesis Mean Instance Area: 11.2 sq um
- Number of gates resized after CTS: 0
- Number of routed nets with antenna violations: 0
- Cycle use final: 75.5%
- Routed wirelength normalized by instance count: 23.4 um
- Wire length of the first global-routing pass: 71.5 mm
- Dpl cell area: 16900 sq um
- Number of warning messages in the yosys log: 1
- Number of antenna diodes: 0
- Cell count after synthesis: 1330
- Width of the chip: 195 um
- Critical path data arrival time: 5.66 ns
- Cts bufs inserted: 35
- Reg-to-reg slack, setup: 7.54 ns
- Endpoint class of the critical path: output pin
- Number of hold buffers added after CTS: 0
- Measured slew at the worst slew-check pin: 0.943 ns
- Number of antenna violations at the first check in global routing: 0
- Share of final-layout standard cells stronger than drive strength 1: 18.6%
- VDD IR max: 0.140 mV
- Num ports: 153
- Core area: 36600 sq um
- Deepest clock path buffer count: 3
- Summed instance area of the synthesized netlist: 14900 sq um
- Sequential Power Share: 45.3%
- Htree depth: 2
- Total Wirelength: 46.0 mm
- Leading cell types in the layout, fill and taps excluded: dfrtp_1, nand2_1, clkdlybuf4s50_1
- Largest fanout of any net on the critical path: 13
- Floorplan-stage core utilization: 40.6%
- WP data required: 8.16 ns
- Type of the worst setup path: input pin to output pin
- Initial DRC count: 706
==> layer usage <==
layer | GRT usage, % | vias to the layer above | wire (um)
li1 | - | 5142 | -
met4 | 5.42 | 0 | 1020
met3 | 7.77 | 66 | 3950
met2 | 37.7 | 430 | 20700
met5 | 0 | - | 0
met1 | 39.8 | 5888 | 20300
==> stage by stage <==
step,hold WS [ns],worst slack [ns],instances
finish,0.480,2.50,1965
CTS,0.483,2.56,1965
global placement,0.461,2.61,1902
global route,0.500,2.37,1965
detailed placement,0.470,2.57,1902
floorplan,0.442,4.17,1330
==> path summary, 6_finish.rpt <==
| path | endpoint | from | cells past startpoint |
|---|---|---|---|
| worst max register to register | cycle_counter[40] | cycle_counter[6] | 5 |
| worst max-delay path | read_data[13] | csr_addr[7] | 8 |
| max in group asynchronous | cycle_counter[55] | rst | 5 |
| worst min register to register | mtval[23] | mtval[23] | 1 |
| worst min-delay path | mtval[23] | mtval[23] | 1 |
| min in group asynchronous | mip[5] | rst | 3 |
==> area by class of cell <==
type / instances / area (sq um)
clock buffer: 53 / 1020
sequential: 300 / 7510
fill: 3187 / 18500
clock inverter: 10 / 168
tap: 468 / 586
timing repair buffer: 188 / 1790
multi-input combinational: 926 / 6980
inverter: 20 / 78.8
==> Yosys cell counts, drive strengths merged (8+ instances only) <==
cell type,number,area [sq um]
and3,8,51.3
nor4,17,155
buf,44,241
clkbuf,40,150
nand4,19,119
a211oi,8,60.1
nand3,35,185
dfrtp,298,7460
a22oi,88,661
a21oi,62,314
mux2i,15,150
inv,20,75.1
mux2,218,2450
a31oi,27,169
a221oi,9,78.8
xor2,34,298
o21ai,16,80.1
nor2,87,334
nand2,153,582
nor3,29,200
xnor2,28,245
a222oi,10,100
==> power groups by stage <==
stage                 logic (mW)  registers [mW]  clock network, mW
final                      0.212            1.24               1.29
after global routing       0.232            1.25               1.36
after CTS                  0.213            1.24               1.31
==> flip-flops by register name (all words and copies together), names as in the netlist <==
name	flops
cycle_counter	64
mcause	32
mepc	32
mie	32
mip	12
mscratch	32
mstatus	32
mtval	32
mtvec	32
==> cell families (layout without fill, tap and decap cells) <==
group                    count (synthesis)  count (layout)  synth area share [%]
adder cells (fa/ha/maj)                  1               1                0.0841
AND/OR/NAND/NOR                        380             380                  13.0
flip-flops                             300             300                  50.5
XOR/XNOR                                62              62                  3.65
multiplexers                           240             240                  18.6
AND-OR/OR-AND                          243             243                  11.1
buffers and inverters                  104             271                  3.14
Power and IR drop assume default switching activity.
