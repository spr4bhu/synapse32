## design/flow/design.v

```verilog
module EX_MEM (
    input wire clk,
    input wire rst,
    input wire [4:0] rs1_addr_in,
    input wire [4:0] rs2_addr_in,
    input wire [4:0] rd_addr_in,
    input wire [31:0] rs1_value_in,
    input wire [31:0] rs2_value_in,
    input wire [31:0] pc_in,
    input wire [31:0] mem_addr_in,
    input wire [31:0] exec_output_in,
    input wire jump_signal_in,
    input wire [31:0] jump_addr_in,
    input wire [5:0] instr_id_in,
    input wire rd_valid_in,
    output reg [4:0] rs1_addr_out,
    output reg [4:0] rs2_addr_out,
    output reg [4:0] rd_addr_out,
    output reg [31:0] rs1_value_out,
    output reg [31:0] rs2_value_out,
    output reg [31:0] pc_out,
    output reg [31:0] mem_addr_out,
    output reg [31:0] exec_output_out,
    output reg jump_signal_out,
    output reg [31:0] jump_addr_out,
    output reg [5:0] instr_id_out,
    output reg rd_valid_out
);
    always @(posedge clk or posedge rst) begin
        if (rst) begin
            rs1_addr_out <= 5'b0;
            rs2_addr_out <= 5'b0;
            rd_addr_out <= 5'b0;
            rs1_value_out <= 32'b0;
            rs2_value_out <= 32'b0;
            pc_out <= 32'b0;
            mem_addr_out <= 32'b0;
            exec_output_out <= 32'b0;
            jump_signal_out <= 1'b0;
            jump_addr_out <= 32'b0;
            instr_id_out <= 6'b0;
            rd_valid_out <= 1'b0;
        end else begin
            rs1_addr_out <= rs1_addr_in;
            rs2_addr_out <= rs2_addr_in;
            rd_addr_out <= rd_addr_in;
            rs1_value_out <= rs1_value_in;
            rs2_value_out <= rs2_value_in;
            pc_out <= pc_in;
            mem_addr_out <= mem_addr_in;
            exec_output_out <= exec_output_in;
            jump_signal_out <= jump_signal_in;
            jump_addr_out <= jump_addr_in;
            instr_id_out <= instr_id_in;    
            rd_valid_out <= rd_valid_in;   
        end
    end
endmodule
```

## design/flow/run.sh

```bash
#!/bin/bash
# OpenROAD 26Q1-2900-gdf79404cd8, Yosys 0.63+post, stock flow scripts
make -C /OpenROAD-flow-scripts/flow DESIGN_CONFIG=/design/flow/config.mk WORK_HOME=/design/flow/orfs finish
```

## design/flow/config.mk

```make
export PLATFORM = sky130hd
export DESIGN_NAME = EX_MEM
export DESIGN_NICKNAME = EX_MEM
export VERILOG_FILES = /design/flow/design.v
export SDC_FILE = /design/flow/constraint.sdc
export NUM_CORES = 4
export LEC_CHECK = 1
export CORE_AREA = 10 10 259 259
export DIE_AREA = 0 0 269 269
```

## design/flow/constraint.sdc

```tcl
current_design EX_MEM

set clk_period 1.0
set clk_io_pct 0.2

create_clock -name clk0 -period $clk_period [get_ports {clk}]

set non_clock_inputs [all_inputs -no_clocks]
set_input_delay [expr $clk_period * $clk_io_pct] -clock clk0 $non_clock_inputs
set_output_delay [expr $clk_period * $clk_io_pct] -clock clk0 [all_outputs]
```

==> summary.txt <==
fresh numbers from the pnr run: Worst Path Max Fanout 1, Chip Width approximately 270 um, failing checks setup timing, initial antenna violation count 1, clock tree buffer depth 3, Overall Power 19500 uW, clock sinks approximately 220, outcome complete, but fails checks, period utilization 1.26, IO Pins between 400 and 500, count of tool warnings 28, Setup crit start kind register, DRC 0, Max VDD drop about 1.3 mV, setup violators final between 200 and 250, post-synthesis area per instance 24.9 sq um, via count 3704, max frequency about 800 MHz, Initial DRC Count around 110, Largest stage delay, worst path 0.40 ns, GRT Util Overall 0.0512, Leak about 0.0047 uW, vias per cell 2.39, Worst Setup End Kind primary output, Synth Warn # 1, gp weighted congestion about 0.79, crit-path leading delay family flip-flops, Critical Path, Cell by Cell buf_2, Setup WS pre-CTS -0.0846 ns, Fin. Hold Viols 0, full die area 0.0724 sq mm, slowest CP cell dfrtp_1, CP required about 0.80 ns, CTS tree built, first-pass GRT wire length about 28000 um, Cells after Synth approximately 220, H-tree depth 1, DRT Pass-1 Iters 3, Worst-path clk slew around 0.060 ns, Setup WS post-layout -0.262 ns, Final Critical Period approximately 1.3 ns, pin count of the biggest net entering global routing 30, register share after synthesis 0.999, Detail Route Antenna Nets 0, PD cells roughly 1800 mW/mm^2, Die Height about 270 um, Layout area overhead 99.1%, ANT cells 0, grt total ovfl 0, FF+latch count, synth about 220, multi-input logic area 0 sq um, Slew @ Worst Pin approximately 0.23 ns, dpl hpwl 16100 um, CP Class reg2out, final wirelength roughly 20000 um, row count between 90 and 100, most instantiated logic cell after routing clkdlybuf4s50_1, vias in the first global route approximately 4200, RSZ-0062 raised after global routing true, most numerous logic cells after layout clkdlybuf4s50_1 (216), dfrtp_1 (215), buf_2 (213), worst hold path type in2async, max-cap viol count 0, YS chip area around 0.0054 sq mm, core area ~0.06 sq mm, layout cell share with drive strength beyond 1 0.385, Worst Path Arrival 1.06 ns, Netlist Area Pre-Place 0.00538 sq mm, MI comb cells 0, post-synth cell types 2, CTS root buf clkbuf_16, placed cell areas ~0.011 sq mm, Finished Cell Area ~0.011 sq mm, worst path bufs/invs 1, PortBufs roughly 430, Pins Over Slew Limit 0, Layout fillers approximately 6700, relative slew slack 0.849, CTS Buf Count 25, yosys cell count between 200 and 250, fp util 0.0874, wire length per cell about 13 um
[power breakdown]
group          internal (uW)  switching (uW)
clock                   5330            3420
combinational           1100             437
sequential              9140            97.7
[final timing paths]
kind                                  start                   to  slack [ns]  cells after the start
max in group asynchronous               rst           pc_out[10]        0.58                      4
max                        mem_addr_out[21]     mem_addr_out[21]       -0.26                      1
min in group clk0           rs2_value_in[4]     rs2_value_out[4]        0.10                      1
min                                     rst  exec_output_out[31]        0.07                      3
[stage by stage]
stage | hold slack, ns | utilization | instances | setup TNS [ns]
detailed placement | 0.622 | 0.178 | 1508 | -0.241
floorplan | 0.231 | - | 216 | -429.60
global placement | 0.622 | 0.178 | 1508 | -0.291
finish | 0.0651 | 0.174 | 1551 | -42.60
global route | 0.0426 | 0.174 | 1551 | -56.81
CTS | 0.0229 | 0.174 | 1551 | -55.04
[Yosys cell counts]
master	n	share of area
dfrtp_1	215	1.0
inv_1	1	0.00070
[final cells by class]
cell class            instances  area, sq um  share of cell area
tap                         837         1050              0.0977
inverter                      1         7.51            0.000700
timing repair buffer        455         3490               0.326
clock buffer                 36          697              0.0650
clock inverter                7         95.1             0.00887
sequential                  215         5380               0.502
[flip-flops by register name (all words and copies together) (netlist names)]
name,flops
exec_output_out,32
instr_id_out,6
jump_addr_out,32
jump_signal_out,1
mem_addr_out,32
pc_out,32
rd_addr_out,5
rd_valid_out,1
rs1_addr_out,5
rs1_value_out,32
rs2_addr_out,5
rs2_value_out,32
[logic make-up after synthesis]
family,share of synthesized area
buffers and inverters,0.000697
DFF,0.999
[what timing repair did]
action	CTS	global route
gates resized	698	0
hold buffers	0	0
endpoints found under the setup margin	215	215
buffers inserted	0	0
[per-layer routing]
metal  routed length, um  global-route usage
met3                3260              0.0319
met1                6270              0.0518
met2                9930              0.0872
met4                 496              0.0126
met5                  13                   0
Power figures rest on the tool's default switching activity, not on a simulated workload.
