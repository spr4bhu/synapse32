==> flow/design.v <==
`default_nettype none
module MEM_WB (
    input wire clk,
    input wire rst,
    input wire [4:0] rs1_addr_in,
    input wire [4:0] rs2_addr_in,
    input wire [4:0] rd_addr_in,
    input wire [31:0] rs1_value_in,
    input wire [31:0] rs2_value_in,
    input wire [31:0] pc_in,
    input wire [31:0] mem_addr_in,
    input wire [31:0] exec_output_in,
    input wire jump_signal_in,
    input wire [31:0] jump_addr_in,
    input wire [5:0] instr_id_in,
    input wire rd_valid_in,
    input wire [31:0] mem_data_in,   
    input wire store_load_hazard,     
    input wire [31:0] store_data,     
    output reg [4:0] rs1_addr_out,
    output reg [4:0] rs2_addr_out,
    output reg [4:0] rd_addr_out,
    output reg [31:0] rs1_value_out,
    output reg [31:0] rs2_value_out,
    output reg [31:0] pc_out,
    output reg [31:0] mem_addr_out,
    output reg [31:0] exec_output_out,
    output reg jump_signal_out,
    output reg [31:0] jump_addr_out,
    output reg [5:0] instr_id_out,
    output reg rd_valid_out,
    output reg [31:0] mem_data_out    
);
    always @(posedge clk or posedge rst) begin
        if (rst) begin
            rs1_addr_out <= 5'b0;
            rs2_addr_out <= 5'b0;
            rd_addr_out <= 5'b0;
            rs1_value_out <= 32'b0;
            rs2_value_out <= 32'b0;
            pc_out <= 32'b0;
            mem_addr_out <= 32'b0;
            exec_output_out <= 32'b0;
            jump_signal_out <= 1'b0;
            jump_addr_out <= 32'b0;
            instr_id_out <= 6'b0;
            rd_valid_out <= 1'b0;
            mem_data_out <= 32'b0;
        end
        else begin
            rs1_addr_out <= rs1_addr_in;
            rs2_addr_out <= rs2_addr_in;
            rd_addr_out <= rd_addr_in;
            rs1_value_out <= rs1_value_in;
            rs2_value_out <= rs2_value_in;
            pc_out <= pc_in;
            mem_addr_out <= mem_addr_in;
            exec_output_out <= exec_output_in;
            jump_signal_out <= jump_signal_in;
            jump_addr_out <= jump_addr_in;
            instr_id_out <= instr_id_in;
            rd_valid_out <= rd_valid_in;
            mem_data_out <= store_load_hazard ? store_data : mem_data_in;
        end
    end
endmodule
==> flow/run.sh <==
#!/bin/bash
# OpenROAD 26Q1-2900-gdf79404cd8, Yosys 0.63+post, stock flow scripts
make -C /OpenROAD-flow-scripts/flow DESIGN_CONFIG=/design/flow/config.mk WORK_HOME=/design/flow/orfs finish
==> flow/config.mk <==
export PLATFORM = sky130hd
export DESIGN_NAME = MEM_WB
export DESIGN_NICKNAME = MEM_WB
export VERILOG_FILES = /design/flow/design.v
export SDC_FILE = /design/flow/constraint.sdc
export NUM_CORES = 4
export LEC_CHECK = 1
export CORE_AREA = 10 10 247 247
export DIE_AREA = 0 0 257 257
==> flow/constraint.sdc <==
current_design MEM_WB

set clk_period 1.0
set clk_io_pct 0.2

create_clock -name clk0 -period $clk_period [get_ports {clk}]

set non_clock_inputs [all_inputs -no_clocks]
set_input_delay [expr $clk_period * $clk_io_pct] -clock clk0 $non_clock_inputs
set_output_delay [expr $clk_period * $clk_io_pct] -clock clk0 [all_outputs]
==> results.txt <==
Implementation status.

- The flow ran to the end, but the final reports show violations.
- The final reports fail on negative setup slack.
- The count of inserted antenna diode cells is 0.
- For reference, the final report shows the max-slew violation count at 0.
- The highest achievable clock rate is a little under 0.8 GHz.
- For reference, the final report shows the hold violation count at 0.
- The cell-mix breakdown from Yosys lists the simple-gate area share as 0%.
- For reference, the mux area share after synthesis is under 10%.
- The initial antenna violation count is 8.
- The die span in y is between 200 and 300 microns.
- The peak supply drop is approximately 1.0 mV.
- Summing every instance area after synthesis gives approximately 0.0067 sq mm.
- Dividing the final minimum period by the clock period gives 128.5%.
- Summed over all layers, the routed wires come to roughly 29000 microns.
- The first global-routing pass estimated roughly 41000 microns of wire.
- The main logic family after synthesis is multiplexers.
- Setup repair after global routing could not meet its margin everywhere.
- The number of standard cells in the final layout excluding fillers is around 1600.
- The root cell of the clock tree is clkbuf_16.
- The number of design-rule violations left by the first detailed-router iteration is between 100 and 150.
- The post-CTS setup repair buffer count is 0.
- On the critical path the largest part of the delay comes from flip-flops.
- The total cell area reported by yosys after synthesis is roughly 0.0067 sq mm.
- After detailed routing, the number of vias per cell comes to between 2 and 3.
- The routed wirelength normalized by instance count is 17.81 microns.
- The TritonCTS clock tree is done.
- The total power density per cell area is around 1700 mW/mm^2.
- The critical path goes through buf_2.
- The average size of a mapped cell is around 24 sq um.
- Per the finish-stage timing summary, setup violations number 247.
- In this run the remaining antenna-violating nets after routing total 0.
- Once detailed placement completed, the half-perimeter wirelength came to approximately 25000 microns.
- The kind of critical path is reg2out.
- The DRC violation count after routing is 0.
- The routed layout has 4712 vias.
- In this run the horizontal extent of the chip is 257 microns.
- The post-synthesis xor/xnor area fraction is 0%.
- The cell count listed in synth_stat.txt is 284.
- The area of the core is 0.05531 sq mm.
- The clock passes through at most 3 buffers.
- The floorplan has between 80 and 90 rows.
- The headroom to the max-slew limit is ~90%.
- The data required time reported for the critical path is roughly 0.80 ns.
- The classification of the worst-slack hold path is in2async.
- The area growth from synthesis to layout is 91.43%.
- The clock sink total is around 250.
- The instance count of the mapped netlist is around 280.
- The synthesized design contains approximately 250 register bits.
- The last weighted congestion value of the routability-driven placer is roughly 0.85.
- The transition time of the tightest slew-check pin is between 0.15 and 0.2 ns.
- The total overflow left after global routing is 0.
- At the floorplan stage, the core utilization is reported as 12.17%.
- The kind of end point of the critical path is an output port.
- The number of maximum-capacitance violations is 0.
- The number of H-tree levels is 1.
- The final timing report gives a worst setup slack of -0.2847 ns.
- The global routing usage summed across all routing layers is ~8.5%.
- The number of top-level pins is between 500 and 600.
- The hold-fix buffer count after cts is 0.
- The placed instance count is roughly 1600.
- Of the synthesized area, sequential elements account for 91.86%.
- TritonCTS created 27 clock buffers.
- The pin count of the biggest net entering global routing is 33.
- The number of warnings reported in the yosys synthesis log is 1.
- The standard cell with the maximum stage delay on the critical path is dfrtp_1.
- The worst endpoint data arrival time is approximately 1.1 ns.
- The tightest hold path in the finished design has a slack of approximately 0.07 ns.
- For the finished layout, the period the worst path requires is around 1.3 ns.
- Summing the areas of all compound-gate instances in the mapped netlist gives 0% of the synthesized area.
- The via count of the first global-routing pass came to roughly 5500.
- The buffer and inverter count on the worst path is 1.
- The tally of OpenROAD warnings is 28.
- The static leakage power is between 5 and 6 nW.
- The worst setup slack after placement is -0.1266 ns.
- The share of cells above drive strength 1 is between 40 and 50%.
- The largest incremental delay on the critical path is roughly 0.41 ns.
- The clock input transition at the sequential cells of the worst setup and hold paths is around 0.06 ns.
- During placement, the flow inserted port buffers numbering around 530.
- The first detailed-routing pass took 4 iterations.
- Of the total synthesized cell area, the portion taken by full adders, half adders and majority gates is 0%.
- The synthesized netlist contains 6 unique library cells.
- The area of the die is between 0.06 and 0.07 sq mm.
- The worst setup path is launched from a flop.
- The maximum net fanout on the critical path is 1.
cells in the final DEF (no fill, tap or decap):
master           instances
mux2_4                  30
buf_6                    3
buf_4                   32
buf_12                   7
clkinv_4                 1
clkdlybuf4s50_1        280
clkinvlp_4               2
buf_2                  245
bufinv_16                2
dfrtp_1                247
clkbuf_8                 4
clkbuf_1                 5
mux2_2                   2
clkbuf_16               27
clkinv_2                 3
metrics by stage:
stage          power (mW)  instance area, sq um  setup TNS (ns)  utilization, %
2_1_floorplan       11.08                  6733         -604.10               -
3_3_place_gp        13.72                 13260          -2.711           23.97
3_5_place_dp        13.74                 13260          -3.253           23.97
4_1_cts             22.89                 12870          -61.63           23.28
5_1_grt             23.46                 12880          -64.09           23.29
6_report            22.42                 12880          -51.53           23.29
synth_stat cells:
cell type	count	share of area [%]
dfrtp_1	247	92
mux2_4	30	6.7
buf_12	3	0.89
mux2_2	2	0.33
buf_6	1	0.17
inv_1	1	0.056
area by class of cell:
cell class                      instances  area, sq um
Fill cell                            5959        42430
Clock inverter                          7        91.34
Tap cell                              748        935.9
Timing Repair Buffer                  567         4443
Inverter                                1        7.507
Multi-Input combinational cell         32        473.0
Sequential cell                       247         6181
Clock buffer                           36        749.5
power breakdown:
group          total, mW  internal (mW)  switching (mW)  leakage, nW
registers           10.7           10.5           0.136         2.88
clock network       9.48           5.70            3.78        0.412
logic               2.27           1.59           0.684         2.55
routing by layer:
metal  part of all wire (%)  vias to the layer above  global-route usage (%)  routed length (microns)
met5                  0.031                        -                       0                        9
met3                     11                       33                   3.815                     3284
met1                     38                     2252                   10.03                    11080
li1                       -                     2086                       -                        -
met4                    2.1                        2                   1.528                      614
met2                     49                      339                   14.24                    14180
sequential cells by signal (all words and copies together), names as in the netlist:
name	cells
jump_addr_out	32
rs1_addr_out	5
instr_id_out	6
rd_addr_out	5
pc_out	32
mem_data_out	32
exec_output_out	32
rs1_value_out	32
rd_valid_out	1
rs2_addr_out	5
rs2_value_out	32
mem_addr_out	32
jump_signal_out	1
cells by family (layout without fill, tap and decap cells):
group	Yosys count	count (layout)
buffers and inverters	5	611
DFF	247	247
muxes	32	32
worst max-delay path by stage:
stage                      start                  to  slack [ns]  cells past startpoint
CTS             mem_data_out[17]    mem_data_out[17]       -0.33                      1
finish        exec_output_out[8]  exec_output_out[8]       -0.28                      1
global route  exec_output_out[8]  exec_output_out[8]       -0.33                      1
timing repair:
item	in CTS	in global routing
pin swaps	0	0
endpoints found under the setup margin	247	247
gates resized	829	2
Power and IR drop assume default switching activity.
