## flow/config.mk

```make
export PLATFORM = sky130hd
export DESIGN_NAME = instr_mem
export DESIGN_NICKNAME = instr_mem
export VERILOG_FILES = /design/flow/design.v
export SDC_FILE = /design/flow/constraint.sdc
export NUM_CORES = 4
export LEC_CHECK = 1
export CORE_AREA = 10 10 70 70
export DIE_AREA = 0 0 80 80
export SYNTH_MEMORY_MAX_BITS = 65536
```

## flow/constraint.sdc

```tcl
current_design instr_mem

set clk_period 2.1
set clk_io_pct 0.2

create_clock -name clk0 -period $clk_period

set non_clock_inputs [all_inputs -no_clocks]
set_input_delay [expr $clk_period * $clk_io_pct] -clock clk0 $non_clock_inputs
set_output_delay [expr $clk_period * $clk_io_pct] -clock clk0 [all_outputs]
```

## flow/design.v

```verilog
`default_nettype none
module instr_mem #(
    parameter DATA_WIDTH = 32, 
    parameter ADDR_WIDTH = 32, 
    parameter MEM_SIZE = 512
) (
    input wire [ADDR_WIDTH-1:0] instr_addr,       
    input wire [ADDR_WIDTH-1:0] instr_addr_p2,    
    input wire [2:0] load_type,                   
    output reg [DATA_WIDTH-1:0] instr,            
    output reg [DATA_WIDTH-1:0] instr_p2          
);
reg [DATA_WIDTH-1:0] instr_ram [0:MEM_SIZE-1];
initial begin
    integer i;
    for (i = 0; i < MEM_SIZE; i = i + 1) begin
        instr_ram[i] = 32'h00000013;  
    end
end
always @(*) begin
    if (instr_addr[ADDR_WIDTH-1:2] < MEM_SIZE) begin
        instr = instr_ram[{2'b0, instr_addr[ADDR_WIDTH-1:2]}];  
    end else begin
        instr = 32'h00000013;  
    end
end
always @(*) begin
    reg [ADDR_WIDTH-3:0] word_addr;
    reg [1:0] byte_offset;
    reg [31:0] word_data;
    reg [7:0] byte_data;
    reg [15:0] halfword_data;
    word_addr = instr_addr_p2[ADDR_WIDTH-1:2];
    byte_offset = instr_addr_p2[1:0];
    if (word_addr < MEM_SIZE) begin
        word_data = instr_ram[word_addr];  
    end else begin
        word_data = 32'h00000000;
    end
    case (byte_offset)
        2'b00: byte_data = word_data[7:0];
        2'b01: byte_data = word_data[15:8];
        2'b10: byte_data = word_data[23:16];
        2'b11: byte_data = word_data[31:24];
    endcase
    case (byte_offset[1])
        1'b0: halfword_data = word_data[15:0];    
        1'b1: halfword_data = word_data[31:16];   
    endcase
    if (byte_offset == 2'b11 && (load_type == 3'b001 || load_type == 3'b101)) begin
        reg [31:0] next_word_data;
        if (word_addr + 1 < MEM_SIZE) begin
            next_word_data = instr_ram[word_addr + 1];
        end else begin
            next_word_data = 32'h00000000;
        end
        halfword_data = {next_word_data[7:0], word_data[31:24]};
    end
    if (byte_offset != 2'b00 && load_type == 3'b010) begin
        reg [31:0] next_word_data;
        if (word_addr + 1 < MEM_SIZE) begin
            next_word_data = instr_ram[word_addr + 1];
        end else begin
            next_word_data = 32'h00000000;
        end
        case (byte_offset)
            2'b01: word_data = {next_word_data[7:0], word_data[31:8]};
            2'b10: word_data = {next_word_data[15:0], word_data[31:16]};
            2'b11: word_data = {next_word_data[23:0], word_data[31:24]};
            default: word_data = word_data;  
        endcase
    end
    case (load_type)
        3'b000: instr_p2 = {{24{byte_data[7]}}, byte_data};       
        3'b100: instr_p2 = {24'h0, byte_data};                   
        3'b001: instr_p2 = {{16{halfword_data[15]}}, halfword_data};  
        3'b101: instr_p2 = {16'h0, halfword_data};               
        3'b010: instr_p2 = word_data;                            
        default: instr_p2 = 32'h0;                               
    endcase
end
endmodule
```

## flow/run.sh

```bash
#!/bin/bash
# OpenROAD 26Q1-2900-gdf79404cd8, Yosys 0.63+post, stock flow scripts
make -C /OpenROAD-flow-scripts/flow DESIGN_CONFIG=/design/flow/config.mk WORK_HOME=/design/flow/orfs finish
```

==> load_flow_metrics.sql <==
-- physical implementation figures
INSERT INTO impl_metrics (metric_group, metric, value, unit) VALUES
('yosys', 'yosys.stat.chipArea', '995', 'um2'),
('cts', 'count_of_hold_buffers_inserted_by_post_cts_repair', '0', ''),
('die', 'cell_rows', '21', ''),
('placed_design', 'port-buffer-count', '47', ''),
('critical_path', 'crit_path_max_fanout', '3', ''),
('global_route', 'antenna_found_initial', '0', ''),
('route', 'dr.pass1.iters', '4', ''),
('finish', 'num-fill-cells', '330', ''),
('hold_path', 'holdPathStages', '4', ''),
('global_route', 'maximum_number_of_pins_on_one_net_before_global_route_repair', '7', ''),
('global_route', 'grt_remaining_overflow', '0', ''),
('timing', 'final_max_slew_viol_count', '0', ''),
('pwr', 'power_density', '102', 'nW/um2'),
('critical_path', 'worst_setup_path_end_kind', 'output port', ''),
('critical_path', 'cp.arrival', '2410', 'ps'),
('placed_design', 'dp_hpwl', '3170', 'um'),
('critical_path', 'crit_required', '1680', 'ps'),
('route', 'final_antenna_net_count', '0', ''),
('outcome', 'violations', 'negative setup slack', ''),
('die', 'die_area', '6400', 'um2'),
('global_route', 'track_usage', '0.100', ''),
('finish', 'final_cell_area', '1780', 'um2'),
('global_route', 'grt_pass1_vias', '1207', ''),
('flow_run', 'maxCapViolations', '0', ''),
('route', 'detail_route.antenna_diodes', '0', ''),
('finish', 'sequential_cell_total', '0', ''),
('global_route', 'grt_first_pass_wirelength', '5520', 'um'),
('yosys', 'synth.top_cell.area_share', '0.453', ''),
('pwr', 'power.ir.vdd_worst', '29.4', 'uV'),
('route', 'detail_route.wl_per_cell', '13.8', 'um'),
('route', 'drt_iter0_markers', '102', ''),
('finish', 'sequential_cell_area', '0', 'um2'),
('timing', 'setup-tns-final', '-7750', 'ps'),
('die', 'floorplan.core_util', '0.291', ''),
('hold_path', 'hold_path.startpoint', 'instr_addr_p2[12]', ''),
('flow_run', 'log.warning_count', '67', ''),
('timing', 'final.setup.worst_slack', '-734', 'ps'),
('yosys', 'synth_warnings', '1', ''),
('outcome', 'outcome', 'complete, but fails checks', ''),
('finish', 'area_growth_syn_to_layout', '79.2', '%'),
('hold_path', 'worst_hold_path_type', 'in -> out', ''),
('die', 'chipWidth', '80', 'um'),
('yosys', 'mappedNetlistArea', '995', 'um2'),
('finish', 'clock_buffer_count', '0', ''),
('placed_design', 'place_ws', '-1340', 'ps'),
('placed_design', 'placement.cell_area', '1600', 'um2'),
('yosys', 'most_common_cell_in_the_synthesized_netlist', 'buf_4', ''),
('timing', 'final_period_minus_worst_setup_slack', '2830', 'ps'),
('timing', 'timing.final.hold_violations', '0', ''),
('timing', 'fmax', '353', 'MHz'),
('timing', 'min_period_over_period', '1.35', ''),
('yosys', 'synthCells', '147', ''),
('yosys', 'synth.largest_area_cell', 'buf_4', ''),
('yosys', 'cell_total_in_the_yosys_stat_output', '147', ''),
('yosys', 'ys_types', '37', ''),
('pwr', 'cellLeakagePower', '0.000868', 'uW'),
('timing', 'finalSetupViolations', '12', ''),
('timing', 'holdWs', '1520', 'ps'),
('placed_design', 'dp_cells', '266', ''),
('yosys', 'common_cells', 'buf_4, nor4_1, nand4_1, nand3_1', ''),
('route', 'vias', '1196', ''),
('critical_path', 'worst-setup-path-type', 'in -> out', ''),
('route', 'viasPerCell', '4.36', ''),
('finish', 'final_cell_count_no_fill', '274', ''),
('finish', 'logic_area', '932', 'um2'),
('route', 'drt_drc_violations_left', '0', ''),
('finish', 'drive_above_1_share', '0.421', ''),
('die', 'std_cell_core_area', '3420', 'um2'),
('die', 'die_height', '80', 'um'),
('die', 'num_io_pins', '131', ''),
('route', 'detail_route.wirelength', '3780', 'um'),
('yosys', 'avgSynthCellArea', '6.77', 'um2'),
('yosys', 'post_synth_main_area_contributors', 'buf_4, nor4_1, nand4_1', ''),
('yosys', 'yosys.stat.seqShare', '0', ''),
('timing', 'rsz0062_at_grt', 'yes', ''),
('hold_path', 'worstHoldEndpoint', 'instr_p2[0]', ''),
('critical_path', 'start_kind', 'input port', ''),
('placed_design', 'place_congestion', '0.887', '');
==> worst max path at each step <==
stage,start,end,slack [ps],depth (start not counted)
6_report,instr_addr_p2[12],instr_p2[8],-730,10
4_1_cts,instr_addr_p2[12],instr_p2[9],-720,10
5_1_grt,instr_addr_p2[12],instr_p2[8],-830,10
==> critical path: stages <==
cell       delay (ps)
buf_6              90
or4_4             550
a2111oi_4         320
a22oi_2            90
a21oi_2           170
nand4_4           130
buf_6             150
buf_6             100
nor4_4            240
buf_2             160
==> where the power goes <==
part	switching [uW]	leakage [uW]	internal [uW]
Combinational	81.9	0.000868	99.6
Sequential	0	0	0
Clock	0	0	0
==> through the flow <==
step | power [uW] | util
after floorplan | 102 | -
after global placement | 179 | 0.469
after detailed placement | 178 | 0.469
after CTS | 177 | 0.496
after global routing | 199 | 0.522
final | 182 | 0.522
==> placed cells by master, fill, tap and decap left out, types with 9 or more instances in the layout <==
cell type	Yosys	layout
buf_2	0	12
buf_4	60	40
dlygate4sd2_1	0	11
nand4_1	9	9
clkdlybuf4s50_1	0	10
buf_6	0	12
conb_1	2	52
==> cells by family after synthesis <==
kind of cell | Yosys count | share of synthesized area
other | 2 | 0.00755
muxes | 2 | 0.0201
and+or+nand+nor | 59 | 0.352
buffers and inverters | 65 | 0.472
xor gates and xnor gates | 1 | 0.00881
AOI/OAI and AO/OA | 18 | 0.140
==> area by class of cell <==
cell class	count	area share
tap	46	0.0323
timing repair buffer	93	0.439
multi-input combinational	132	0.523
inverter	3	0.00632
==> repair_timing <==
item / CTS / global route
endpoints found under the setup margin: 12 / 12
gates resized: 104 / 19
buffers inserted: 6 / 2
endpoints found under the hold margin: 0 / 0
pin swaps: 16 / 11
==> per-layer routing <==
| metal | wire length (um) | up-vias | track usage |
|---|---|---|---|
| met1 | 1630 | 530 | 0.128 |
| met4 | 0 | 0 | 0 |
| met5 | 0 | - | 0 |
| met2 | 1850 | 64 | 0.178 |
| met3 | 297 | 0 | 0.0205 |
| li1 | - | 602 | - |
No activity file was given, so power comes from the tool's default toggle rates.
