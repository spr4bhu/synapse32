**run.sh**
```bash
#!/bin/bash
# OpenROAD 26Q1-2900-gdf79404cd8, Yosys 0.63+post, stock flow scripts
make -C /OpenROAD-flow-scripts/flow DESIGN_CONFIG=/design/flow/config.mk WORK_HOME=/design/flow/orfs finish
```
**config.mk**
```make
export PLATFORM = sky130hd
export DESIGN_NAME = registerfile
export DESIGN_NICKNAME = registerfile
export VERILOG_FILES = /design/flow/design.v
export SDC_FILE = /design/flow/constraint.sdc
export NUM_CORES = 4
export LEC_CHECK = 1
export CORE_UTILIZATION = 40
```
**constraint.sdc**
```tcl
current_design registerfile

set clk_period 9.9
set clk_io_pct 0.2

create_clock -name clk0 -period $clk_period [get_ports {clk}]

set non_clock_inputs [all_inputs -no_clocks]
set_input_delay [expr $clk_period * $clk_io_pct] -clock clk0 $non_clock_inputs
set_output_delay [expr $clk_period * $clk_io_pct] -clock clk0 [all_outputs]
```
**design.v**
```verilog
module registerfile (
    input clk,
    input [4:0] rs1,
    input [4:0] rs2,
    input rs1_valid,
    input rs2_valid,
    input [4:0] rd,
    input wr_en,
    input [31:0] rd_value,
    output reg [31:0] rs1_value,
    output reg [31:0] rs2_value
);
    reg [31:0] register_file[31:0];
    initial begin
        register_file[0]  = 0;
        register_file[1]  = 0;
        register_file[2]  = 0;
        register_file[3]  = 0;
        register_file[4]  = 0;
        register_file[5]  = 0;
        register_file[6]  = 0;
        register_file[7]  = 0;
        register_file[8]  = 0;
        register_file[9]  = 0;
        register_file[10] = 0;
        register_file[11] = 0;
        register_file[12] = 0;
        register_file[13] = 0;
        register_file[14] = 0;
        register_file[15] = 0;
        register_file[16] = 0;
        register_file[17] = 0;
        register_file[18] = 0;
        register_file[19] = 0;
        register_file[20] = 0;
        register_file[21] = 0;
        register_file[22] = 0;
        register_file[23] = 0;
        register_file[24] = 0;
        register_file[25] = 0;
        register_file[26] = 0;
        register_file[27] = 0;
        register_file[28] = 0;
        register_file[29] = 0;
        register_file[30] = 0;
        register_file[31] = 0;
    end
    always @(*) begin
        if (rs1_valid) begin
            if(rs1 == rd && wr_en) begin
                rs1_value = rd_value;  
            end else begin
                rs1_value = register_file[rs1];
            end
        end else begin
            rs1_value = 32'b0;  
        end
        if (rs2_valid) begin
            if(rs2 == rd && wr_en) begin
                rs2_value = rd_value;  
            end else begin
                rs2_value = register_file[rs2];
            end
        end else begin
            rs2_value = 32'b0;  
        end
    end
    always @(posedge clk) begin
        register_file[0] <= 0;
        if (wr_en && rd[4:0] != 0) begin
            register_file[rd[4:0]] <= rd_value;
        end
    end
endmodule
```
==> impl_metrics.csv <==
group,metric,value,unit
outcome,status,"completed",
setup_path,crit_arrival,5.51,ns
flow_run,cap_violations,0,
grt,grt_util_met3,22.32,%
pwr,p_clk_share,40.6,%
pwr,leakagePower,18.42,nW
setup_path,crit_path_start_kind,"input pin",
routing,avgRoutedWirePerCell,35.44,µm
layout,regArea,30430,µm²
grt,grt_use_total,29.12,%
routing,drcViolationCount,0,
worst_hold_path,hp-class,"in2reg",
worst_hold_path,min_delay_path_depth,2,
routing,drtPass1Iterations,6,
grt,met1_usage,30.96,%
final_timing,final.setup.tns,0,ns
synth,yosys_cells,2837,
setup_path,slowest_delay,0.67,ns
layout,regMostFlops,"register_file",
final_timing,setup-violations-final,0,
worst_hold_path,min_from,"rd_value[17]",
synth,synth_cell_types,67,
synth,synth-edff-count,992,
setup_path,crit_chain,"buf_8 -> buf_4 -> buf_4 -> mux4_2 -> a22oi_1 -> nand2_1 -> a221o_1 -> clkdlybuf4s50_1",
pwr,p_sw_share,23.03,%
layout,fill_cells,10190,
final_timing,slew_headroom,34.13,%
floorplanning,initial_core_util,40.35,%
synth,synth.largest_area_cell,"edfxtp_1",
synth,syn_avg_cell_area,17.31,µm²
layout,logic_area,17300,µm²
layout,finish.utilization,45.63,%
setup_path,crit_path_end_kind,"output pin",
layout,reg_top3,"register_file (1024)",
layout,mostFrequentLayoutCells,"edfxtp_1, mux2i_1, mux4_2, a221oi_1, buf_4",
setup_path,crit_fanout,36,
layout,drive_gt1_share,22.18,%
setup_path,cp_slowest_cell,"buf_4",
clock_network,cts_buffers,103,
final_timing,rsz0062_at_grt,"no",
clock_network,clk_root_buffer_cell,"clkbuf_16",
final_timing,fmax,133.4,MHz
placement,pre_cts_slack,2.365,ns
synth,synthCells,2837,
grt,antenna_found_initial,3,
pwr,power.internal,7.497,mW
floorplanning,rows,128,
synth,yosys.area.top_type_share,60.66,%
synth,synth_seq_share,61.96,%
floorplanning,io-pin-count,115,
setup_path,crit_type,"in2out",
final_timing,hold_violations,0,
setup_path,cpMostUsedCell,"buf_4",
final_timing,slew_violations,0,
floorplanning,core_area,121700,µm²
clock_network,clock_path_buffers,3,
synth,flop_cell,"edfxtp_1",
final_timing,period_minus_slack,7.494,ns
clock_network,cts_hold_buf,0,
floorplanning,die_area,124200,µm²
clock_network,cts_resized,0,
layout,lay_top_count,"edfxtp_1",
routing,postRouteAntennaNets,0,
clock_network,cts_tree,"yes",
clock_network,cts.sinks,1024,
setup_path,cp.required,7.92,ns
pwr,cellPowerDensity,175.4,nW/µm²
floorplanning,die_h,352.4,µm
floorplanning,die_w,352.4,µm
grt,grt-busiest-layer,"met2",
routing,wirelength,166500,µm
synth,synth_flop_count,1024,
synth,synth_area,49110,µm²
grt,grt.overflow.total,0,
placement,gp_congestion,0.8914,
clock_network,cts_setup_buffers,0,
synth,synth-warning-count,1,
routing,drt-initial-drc-count,2329,
final_timing,period_used_share,75.70,%
pwr,p_comb_share,9.8,%
grt,grt_pass1_vias,33800,
clock_network,clk_transition_reported_paths,0.06,ns
placement,hpwl,92850,µm
layout,areaGrowthSynthToFinish,13.10,%
synth,ys_area,49110,µm²
final_timing,fin_ws,2.406,ns
pwr,p_switching,2.244,mW
flow_run,warnings,26,
placement,io_buffer_count,114,
synth,synthArstFlopShare,0,%
final_timing,worst_slew_pin_slew,0.9858,ns
synth,ys_top_cells_by_area,"edfxtp_1, mux4_2, mux2i_1",
grt,met2_usage,42.69,%
layout,largest_reg_flops,1024,
clock_network,htreeDepth,3,
routing,route.vias.total,30790,
grt,grt_first_pass_wirelength,236800,µm
grt,grt_max_degree,84,
worst_hold_path,holdPathEnd,"register_file[25][17]",
routing,viasPerCell,6.553,
pwr,power_frac_seq,49.6,%
pwr,worst_ir_drop_vdd,0.0001507,V
## power by group through the flow
stage     clock (mW)  combinational [mW]  sequential [mW]
6_report        3.96               0.950             4.83
5_1_grt         4.15                1.00             4.84
4_1_cts         3.99               0.943             4.83
## kinds of logic after synthesis
logic type                after synthesis  share of synthesized area, %
DFF                                  1024                         61.96
muxes                                 728                         22.93
AOI/OAI and AO/OA                     575                         8.968
buffers and inverters                 258                         3.648
and+or+nand+nor                       241                         2.306
xor gates and xnor gates               10                        0.1784
other                                   1                      0.007636
## routing by layer
metal | part of all wire (%) | wire [µm]
met5 | 0.25 | 416
met4 | 5.8 | 9735
met3 | 18 | 29920
met2 | 46 | 77130
met1 | 30 | 49290
## how the worst max path moves through the flow
stage | startpoint | to | slack, ns | depth (start not counted)
CTS | rs2[0] | rs2_value[22] | 2.37 | 8
global route | rs2[0] | rs2_value[22] | 2.23 | 8
finish | rs2[0] | rs2_value[22] | 2.41 | 8
## final cells by class
type | count | area share, %
Sequential cell | 1024 | 54.79
Multi-Input combinational cell | 1586 | 31.14
Clock buffer | 141 | 5.251
Timing Repair Buffer | 259 | 4.168
Tap cell | 1625 | 3.661
Clock inverter | 49 | 0.9034
Inverter | 11 | 0.07434
Antenna cell | 3 | 0.01352
## synthesized netlist by cell type, drive strengths merged (38+ instances only)
cell type	n
mux4	311
clkbuf	106
o21ai	120
nand2	52
edfxtp	992
a221o	52
buf	135
a21oi	53
a221oi	171
nor2	80
nand3	38
mux2i	411
## metrics by stage
stage | hold slack, ns | cells | cell area, µm² | power (mW)
CTS | 2.099 | 4695 | 55530 | 9.770
floorplan | 2.079 | 2868 | 49230 | 5.482
finish | 2.124 | 4698 | 55540 | 9.741
global placement | 2.801 | 4505 | 52120 | 5.853
global route | 2.142 | 4695 | 55530 | 9.985
detailed placement | 2.817 | 4505 | 52120 | 5.861
## worst max-delay path: cells and delay by family
kind / cells / cell delay [ns]
compound gates: 2 / 0.62
buf+inv: 4 / 2.10
mux: 1 / 0.58
simple gates: 1 / 0.08
Power figures rest on the tool's default switching activity, not on a simulated workload.
